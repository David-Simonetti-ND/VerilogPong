`./run.sh`:
```
#!/bin/bash
# OpenROAD 26Q1-2900-gdf79404cd8, Yosys 0.63+post, stock flow scripts
make -C /OpenROAD-flow-scripts/flow DESIGN_CONFIG=/design/flow/config.mk WORK_HOME=/design/flow/orfs finish
```
`./config.mk`:
```
export PLATFORM = sky130hd
export DESIGN_NAME = hexdigit
export DESIGN_NICKNAME = hexdigit
export VERILOG_FILES = /design/flow/design.v
export SDC_FILE = /design/flow/constraint.sdc
export NUM_CORES = 4
export LEC_CHECK = 1
export CORE_AREA = 10 10 70 70
export DIE_AREA = 0 0 80 80
export SYNTH_HDL_FRONTEND = slang
```
`./constraint.sdc`:
```
current_design hexdigit

set clk_period 2.0
set clk_io_pct 0.2

create_clock -name clk0 -period $clk_period

set non_clock_inputs [all_inputs -no_clocks]
set_input_delay [expr $clk_period * $clk_io_pct] -clock clk0 $non_clock_inputs
set_output_delay [expr $clk_period * $clk_io_pct] -clock clk0 [all_outputs]
```
`./design.v`:
```
module hexdigit (
    input 		 	[3:0]	in,
    output reg 	[6:0]	out);
    always @(in) begin
		case (in)
		4'b0000: out = 7'b1000000;
		4'b0001: out = 7'b1111001;
		4'b0010: out = 7'b0100100;
	   4'b0011: out = 7'b0110000;
		4'b0100: out = 7'b0011001;
		4'b0101: out = 7'b0010010;
		4'b0110: out = 7'b0000010;
		4'b0111: out = 7'b1111000;
		4'b1000: out = 7'b0000000;
		4'b1001: out = 7'b0010000;
		4'b1010: out = 7'b0001000;
		4'b1011: out = 7'b0000011;
		4'b1100: out = 7'b1000110;
		4'b1101: out = 7'b0100001;
		4'b1110: out = 7'b000110;
		4'b1111: out = 7'b0001110;
		endcase
	end
endmodule
```
==> changes_impl.md <==
### Changed

- Initial antenna violation count: 0
- Time the final worst path needs with I/O delays and setup: 1.929 ns
- Std cell rows: 21
- Hold crit path type: in -> out
- Sequential area share after synthesis: 0
- Filler-free cell count of the finished design: around 100
- Data required time at the worst endpoint: 1.60 ns
- Type of element capturing the critical path: output pin
- Syn Area/Cell: approximately 8.6 um^2
- Top Metal Used: met3
- Total placed cells including tap cells: 97
- Peak fanout along the critical path: 5
- Slew at the pin closest to its max-slew limit: approximately 0.15 ns
- Peak supply drop: ~21 uV
- Worst-case headroom to the max-slew limit: 0.8993
- Outcome: completed
- Number of nets still failing antenna checks after routing: 0
- Wire length on met3: 67 um
- Seq. cell area: 0 um^2
- Avg WL per Cell: ~7.8 um
- Combinational group share of total power: 1.000
- Init Core Util: 0.08059
- Switching power share of the total: 0.3887
- All-layer global routing usage: 0.02382
- Final Max Tran Viols: 0
- Growth of design area from synthesis to finish: 90.45%
- Classification of the worst setup path: in -> out
- Net switching component of the power: roughly 0.035 mW
- Maximum number of pins on one net before global-route repair: 7
- Cell Area, Synth: approximately 280 um^2
- Number of remaining DRC errors: 0
- Synthesized instance count: 32
- Arrival time of the worst setup path: ~1.5 ns
- Setup repair after global routing missed its margin: false
- Top library cells by usage in the layout, fill and taps aside: buf_4, dlygate4sd2_1, mux2i_1, nor2_1, ha_1
- I/O pin count: 11
- Clock network power share: 0
- Lkg Pwr: around 0.26 nW
- Routed met1 length: 313 um
- Share of layout cells above drive strength 1: 0.4528
- Port bufs: 11
- Grt ovf: 0
- Met2 wire length: a little under 400 um
- Hold Vio Cnt, Final: 0
- Type of element launching the critical path: primary input
- Filler cell count in the final layout: approximately 380
- Routability Congestion: between 0.8 and 0.9
- Routed WL: ~780 um
- Unique cell types: 15
- Most used logic cell in the final layout: buf_4
- Yosys cell count: 32
- Number of max-cap violations: 0
- Clock buffer instance count of the final layout: 0
- Number of global-route vias before repair: approximately 290
- Yosys warns: 0
- Iter 0 DRT Violations: 4
- First-pass DRT Iterations: 3
- Final core utilization: 0.1535
- HPWL Detailed: 620.5 um
- Post-synth area from yosys stat: approximately 280 um^2
- Crit share post-route: 0.9644
- Ratio of total power to cell area: roughly 170 nW/um^2
- Share of total power in sequential cells: 0
- Via count normalized by instance count: between 2 and 3
- N_diodes: 0
- Highest clock rate: just over 0.5 GHz
- Die outline width: about 80 um
- Flop count: 0
- Internal Pwr Total: roughly 0.055 mW
- Number of warnings in the stage logs: 39
- Area of the core: 3416 um^2
- Global-route wire length before repair: between 1 and 1.5 mm
- Final number of setup-violating endpoints: 0
- Die height: around 80 um
- Via total after detailed routing: 287
- Die Size: around 6400 um^2
-- cells in the mapped netlist (2+ instances only) --
| master | n | area [um^2] |
|---|---|---|
| nor2_1 | 5 | 18.77 |
| mux2i_1 | 4 | 40.04 |
| a22o_1 | 2 | 17.52 |
| o21ai_0 | 2 | 10.01 |
| ha_1 | 7 | 87.58 |
| inv_1 | 3 | 11.26 |
-- worst paths after layout --
check / startpoint / to / slack [ns] / cells past startpoint
min: in[0] / out[4] / 1.33 / 5
max: in[0] / out[3] / 0.07 / 5
-- critical path, cell delays in order --
cell and delay (ns):
buf_4 0.13, buf_4 0.15, ha_2 0.20, mux4_2 0.46, clkdlybuf4s15_1 0.19
-- routing by layer --
| layer | vias to the layer above | track usage |
|---|---|---|
| li1 | 153 | - |
| met1 | 128 | 0.02713 |
| met2 | 6 | 0.04655 |
| met3 | 0 | 0.004545 |
| met4 | 0 | 0 |
| met5 | - | 0 |
-- stage by stage --
| stage | setup TNS [ns] | area, um^2 | power, mW | setup slack (ns) | hold WS, ns |
|---|---|---|---|---|---|
| after detailed placement | -3.612 | 501.7 | 0.09131 | -0.7079 | 1.876 |
| final | 0 | 524.3 | 0.08921 | 0.07114 | 1.332 |
| after global routing | 0 | 524.3 | 0.1006 | 0.02404 | 1.410 |
| after CTS | -0.05398 | 515.5 | 0.08939 | -0.05398 | 1.384 |
| after global placement | -3.587 | 501.7 | 0.09107 | -0.7138 | 1.894 |
| after floorplan | 0 | 275.3 | 0.03642 | 0.3201 | 0.9001 |
-- kinds of logic (layout without fill, tap and decap cells) --
kind of cell | after synthesis | in the layout | synth area share
AND-OR/OR-AND | 6 | 6 | 0.1545
adder cells (fa/ha/maj) | 7 | 7 | 0.3182
buffers and inverters | 5 | 26 | 0.09998
multiplexers | 6 | 6 | 0.2818
AND/OR/NAND/NOR | 8 | 8 | 0.1455
-- area by class of cell --
class / instances / area, um^2 / area share
well taps: 46 / 57.56 / 0.1098
inverters: 3 / 13.76 / 0.02625
multi-input cells: 27 / 264.0 / 0.5036
repair buffers: 23 / 188.9 / 0.3604
-- what timing repair did --
item,CTS,global route
resized,31,4
pin swaps,4,3
setup buffers,0,1
hold buffers,0,0
hold endpoints to repair,0,0
gates cloned,1,0
endpoints found under the setup margin,7,4
-- power groups by stage --
stage | Combinational, mW | Sequential (mW) | Clock (mW)
after CTS | 0.0894 | 0 | 0
after global routing | 0.101 | 0 | 0
final | 0.0892 | 0 | 0
No activity file was given, so power comes from the tool's default toggle rates.
